==> design.v <==
module UnknownAdapter
  (
   input       clock,
   input       mode,
   input [3:0] id,
   output      led1,  
   output      led2,  
   output      led3,  
   output      ld1,
   output      ld2,
   output      ld3,
   output      ld4,
   output      ld5,
   output      ld6,
   output      ld7,
   output      ld8
   );
   reg [24:0]  counter;
   always@(posedge clock) begin
      counter <= counter + 1;
   end
   assign led1 = counter[24];
   assign led2 = 1'b0;
   assign led3 = 1'b0;
   assign ld1 = counter[24];
   assign ld2 = 1'b0;
   assign ld3 = 1'b0;
   assign ld4 = mode;
   assign ld5 = id[3];
   assign ld6 = id[2];
   assign ld7 = id[1];
   assign ld8 = id[0];
endmodule
==> run.sh <==
#!/bin/bash
# OpenROAD 26Q1-2900-gdf79404cd8, Yosys 0.63+post, stock flow scripts
make -C /OpenROAD-flow-scripts/flow DESIGN_CONFIG=/design/flow/config.mk WORK_HOME=/design/flow/orfs finish
==> config.mk <==
export PLATFORM = sky130hd
export DESIGN_NAME = UnknownAdapter
export DESIGN_NICKNAME = UnknownAdapter
export VERILOG_FILES = /design/flow/design.v
export SDC_FILE = /design/flow/constraint.sdc
export NUM_CORES = 4
export LEC_CHECK = 1
export CORE_AREA = 10 10 102 102
export DIE_AREA = 0 0 112 112
==> constraint.sdc <==
current_design UnknownAdapter

set clk_period 4.3
set clk_io_pct 0.2

create_clock -name clk0 -period $clk_period [get_ports {clock}]

set non_clock_inputs [all_inputs -no_clocks]
set_input_delay [expr $clk_period * $clk_io_pct] -clock clk0 $non_clock_inputs
set_output_delay [expr $clk_period * $clk_io_pct] -clock clk0 [all_outputs]
==> run_results.csv <==
group,metric,value,unit
die,die_area,12500,µm²
clock_network,clock_latency,260,ps
worst_setup_path,crit_chain,"clkdlybuf4s50_1",
clock_network,cts_post_setup_buffers_inserted,0,
worst_setup_path,startpoint,"counter[24]$_DFF_P_",
timing,setup_ws,2340,ps
worst_setup_path,reg2reg_from,"counter[0]$_DFF_P_",
worst_setup_path,start_kind,"register",
clock_network,cts_buffers,3,
synthesis,yosys.area.top_type_share,0.472,
detailed_routing,postRouteAntennaNets,0,
synthesis,ys_cells,96,
placement,port_buffers,2,
synthesis,ys_seq_elements,25,
worst_setup_path,critPathSlowestCell,"clkdlybuf4s50_1",
die,io_pins,17,
power,max-vdd-ir-drop,0.0837,mV
synthesis,aoi_share,0,
die,rows,33,
final_layout,largest-register,"counter",
worst_setup_path,ff2ff_setup_slack,2720,ps
clock_network,cts-root-buf,"clkbuf_8",
worst_setup_path,cp_num_cells,1,
timing,max_freq,510,MHz
final_layout,finish.utilization,0.145,
die,fp_util,0.129,
worst_setup_path,crit_family,"buffers and inverters",
job,maxCapViolCount,0,
detailed_routing,vias_per_cell,2.88,
timing,fin_setup_tns,0,ps
synthesis,ys_warn_count,1,
synthesis,area_leaders,"dfxtp_1 (47%), xnor2_1 (12%), buf_4 (7.1%)",
final_layout,fin_area,1190,µm²
final_layout,layout-area-overhead-vs-synth,12.6,%
synthesis,xor_share,0.190,
clock_network,clk_pin_slew,80,ps
detailed_routing,drtIter0Drc,8,
detailed_routing,wl,1370,µm
timing,finalClockPeriodUsage,0.456,
final_layout,top_regs,"counter (25)",
synthesis,ys_sh_adder,0.0118,
synthesis,synth_area,1060,µm²
global_routing,overflow,0,
timing,finClkSkew,0.689,ps
worst_setup_path,path_buffers,1,
worst_setup_path,crit_end,"ld1",
clock_network,ctsHoldBuffers,0,
clock_network,ctsHtreeMaxLevel,1,
synthesis,syn_inst,96,
die,fp.dieW,112,µm
power,p_leak,0.438,nW
synthesis,ys_sh_simple,0.244,
global_routing,first_global_vias,572,
placement,dpl_cell_area,1150,µm²
synthesis,top_logic_kind,"simple AND/OR/NAND/NOR gates",
detailed_routing,routedWlPerCell,6.86,µm
synthesis,ys_area,1060,µm²
worst_setup_path,worstRegToRegCells,5,
worst_setup_path,reg2reg_to,"counter[24]$_DFF_P_",
global_routing,grt_max_degree,15,
timing,maxSlewViolCount,0,
placement,pre_cts_ws,2580,ps
timing,hold_violations,0,
timing,fin_crit,1960,ps
clock_network,clock_path_buffers,2,
worst_setup_path,worstPathArrival,1100,ps
worst_setup_path,end_kind,"output pin",
timing,setup_viol,0,
clock_network,cts_resized,0,
detailed_routing,vias,576,
synthesis,synth_cell_types,17,
worst_setup_path,criticalPathCategory,"reg2out",
synthesis,mux_share,0,
worst_setup_path,crit_fanout,3,
timing,rsz0062_at_grt,"false",
final_layout,largest_reg_flops,25,
worst_setup_path,slowest_delay,470,ps
global_routing,grt_first_pass_wirelength,2560,µm
job,warning_count,25,
clock_network,cts_tree,"built",
clock_network,cts.sinks,25,
min_path,hold_path_class,"reg2reg",
run_status,outcome,"finished, final reports clean",
power,powerDensity,306,nW/µm²
detailed_routing,route.antenna.diode_count,0,
detailed_routing,first_pass_iters,4,
synthesis,synth.avg_cell_area,11.0,µm²
worst_setup_path,required,3440,ps
synthesis,ys_seq_frac,0.472,
die,core-area,8220,µm²
global_routing,track_usage,0.0232,
global_routing,antenna_found_initial,0,
final_layout,drive_above_1_share,0.105,
placement,gp_congestion,0.686,
detailed_routing,remaining_drc_errors,0,
synthesis,top_area_cell,"dfxtp_1",
die,die_h,112,µm
==> layout by cell type, fill, tap and decap left out <==
cell type,netlist,routed
clkinv_2,0,1
clkbuf_8,0,3
conb_1,1,4
nand4_1,4,4
and3_2,1,1
clkdlybuf4s50_1,0,2
nand4_4,2,2
ha_1,1,1
nor4_4,2,2
inv_1,2,2
nand3_4,1,1
xnor2_1,15,15
nor2_1,4,4
dfxtp_1,25,25
nand2_1,4,4
and3_1,5,5
xor2_1,8,8
nand3_1,9,9
and4_1,2,2
==> cells in the mapped netlist (all sizes together) <==
| master | count |
|---|---|
| ha | 1 |
| xnor2 | 15 |
| conb | 1 |
| xor2 | 8 |
| inv | 2 |
| and3 | 6 |
| dfxtp | 25 |
| buf | 10 |
| nand4 | 6 |
| nor2 | 4 |
| and4 | 2 |
| nor4 | 2 |
| nand2 | 4 |
| nand3 | 10 |
==> logic make-up (layout without fill, tap and decap cells) <==
group                    count (synthesis)  in the layout
other                                    1              4
flip-flops                              25             25
AND/OR/NAND/NOR                         34             34
adder cells (fa/ha/maj)                  1              1
buffers and inverters                   12              8
XOR/XNOR                                23             23
==> final cells by class <==
| type | instances | area (µm²) |
|---|---|---|
| fillers | 902 | 7020 |
| clock inverters | 1 | 5.00 |
| repair buffers | 2 | 20.0 |
| inverters | 2 | 7.51 |
| well taps | 105 | 131 |
| clock buffers | 3 | 41.3 |
| multi-input cells | 62 | 488 |
| flip-flops and latches | 25 | 500 |
==> stage by stage <==
step	hold slack (ps)	total power [W]	instances
6_report	418	0.000365	200
2_1_floorplan	383	0.000242	99
4_1_cts	417	0.000371	200
3_3_place_gp	396	0.000237	196
5_1_grt	432	0.000381	200
3_5_place_dp	398	0.000237	196
==> how the worst min path moves through the flow <==
stage | startpoint | end | slack [ps] | depth (start not counted)
final | counter[0]$_DFF_P_ | counter[0]$_DFF_P_ | 420 | 1
after global routing | counter[0]$_DFF_P_ | counter[0]$_DFF_P_ | 430 | 1
after CTS | counter[0]$_DFF_P_ | counter[0]$_DFF_P_ | 420 | 1
==> routing by layer <==
metal	GRT usage	routed length, µm
met5	0	0
met1	0.0346	799
met2	0.0287	471
met4	0.00254	8
met3	0.0130	92
==> where the power goes <==
group / internal [W] / switching (W) / leakage, nW / total, W
logic: 0 / 0.000000162 / 0.211 / 0.000000162
clock network: 0.0000646 / 0.0000691 / 0.0255 / 0.000134
registers: 0.000231 / 0 / 0.201 / 0.000231
Power figures rest on the tool's default switching activity, not on a simulated workload.
